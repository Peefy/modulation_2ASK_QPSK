File: flow/config.mk
export PLATFORM = sky130hd
export DESIGN_NAME = delay_clk_div_50k
export DESIGN_NICKNAME = delay_clk_div_50k
export VERILOG_FILES = /design/flow/design.v
export SDC_FILE = /design/flow/constraint.sdc
export NUM_CORES = 4
export LEC_CHECK = 1
export CORE_AREA = 10 10 112 112
export DIE_AREA = 0 0 122 122
File: flow/constraint.sdc
current_design delay_clk_div_50k

set clk_period 3.9
set clk_io_pct 0.2

create_clock -name clk0 -period $clk_period [get_ports {clk50m}]

set non_clock_inputs [all_inputs -no_clocks]
set_input_delay [expr $clk_period * $clk_io_pct] -clock clk0 $non_clock_inputs
set_output_delay [expr $clk_period * $clk_io_pct] -clock clk0 [all_outputs]
File: flow/run.sh
#!/bin/bash
# OpenROAD 26Q1-2900-gdf79404cd8, Yosys 0.63+post, stock flow scripts
make -C /OpenROAD-flow-scripts/flow DESIGN_CONFIG=/design/flow/config.mk WORK_HOME=/design/flow/orfs finish
File: flow/design.v
`timescale 1ns / 1ps
module delay_clk_div_50k(
    input clk50m,
	 input rst_n,
	 output clk50k,
	 input[29:0] delay
	 );
reg[29:0] count;
reg firstFlag;
reg reg_clk50k;
assign clk50k = reg_clk50k;
always@(posedge clk50m or negedge rst_n)
begin
	if(!rst_n)
	begin
		count <= 0;
		firstFlag <= 0;
		reg_clk50k <= 0;
	end
	else
	begin
		count <= count + 1;
		if(count == delay && firstFlag == 0)
		begin
			count <= 0;
			firstFlag <= 1;
		end
		if(count == 29'd499)
		begin
			reg_clk50k <= !reg_clk50k;
			count <= 0;
		end
	end
end
endmodule
==> impl_results.rst <==
Metrics
=======

.. list-table::
   :header-rows: 1

   * - Metric
     - Value
   * - Status
     - completed
   * - Total setup buffers inserted after CTS
     - 0
   * - Worst min-delay path category
     - flip-flop to flip-flop
   * - Num rows
     - 37
   * - Maximum vdd drop
     - about 130 µV
   * - Clock Latency Late Sink
     - 0.28 ns
   * - R2r worst-path depth
     - 6
   * - Number of global-route vias before repair
     - 1495
   * - Fraction of layout instances using a drive strength above 1
     - 8.155%
   * - Critical Path AT
     - 2.66 ns
   * - Final setup vio count
     - 0
   * - Final ANT Viol Nets
     - 0
   * - Critical path class
     - input port to flip-flop
   * - Critical path capture point type
     - flip-flop
   * - Floorplan-stage core utilization
     - 19.38%
   * - Maxcap violations
     - 0
   * - Finished layout cell area
     - 2525 µm²
   * - Cell depth of the worst hold path
     - 1
   * - Maximum frequency from static timing analysis
     - between 0.3 and 0.4 GHz
   * - RePlAce Congestion
     - 0.8636
   * - Highest-delay cell along the critical path
     - sky130_fd_sc_hd__nor4_1
   * - Count of warning messages emitted by the tools
     - 25
   * - Average cell area after synthesis
     - 9.866 µm²
   * - Max Transition Viols Final
     - 0
   * - Antenna diode count
     - 0
   * - Standard cell core area
     - 10230 µm²
   * - 1st-iter DRT viols
     - approximately 86
   * - Yosys cell count
     - 201
   * - Cts repair resizes
     - 0
   * - Die Y
     - 122 µm
   * - Port buffer count
     - 32
   * - Global-route wire length before repair
     - ~8.2 mm
   * - Clock skew after layout
     - approximately 0.010 ns
   * - Period minus WS final
     - around 2.5 ns
   * - Total power density per cell area
     - about 300 nW/µm²
   * - CP Buf/Inv Count
     - 2
   * - WP depth
     - 7
   * - Total die area
     - around 15000 µm²
   * - TritonCTS clock tree
     - built
   * - Cells traversed along the worst timing path
     - clkdlybuf4s50_1 > xor2_1 > nor4_1 > nand4_1 > nor4_4 > buf_4 > nor3_1
   * - Number of buffers between clock root and the deepest sink
     - 2
   * - Measured slew at the worst slew-check pin
     - 0.5480 ns
   * - Worst Setup Start Kind
     - input port
   * - Sum of overflow across all layers after global routing
     - 0
   * - Synthesized instance count
     - between 200 and 250
   * - Largest net degree at the start of global routing
     - 33
   * - Number of sinks on the clock net
     - 32
   * - Total count of hold-check failures in the final report
     - 0
   * - Distinct lib cells used
     - 24
   * - DRC
     - 0
   * - Cell leakage power
     - 1.090 nW
   * - Register bit total from synthesis
     - 32
   * - Sum of negative setup slack
     - 0 ns
   * - Post-DR wirelength/cell
     - 13.77 µm
   * - Count of flip-flops with a built-in enable after synthesis
     - 0
   * - Required arrival time at the worst endpoint
     - 4.06 ns
   * - Boundary pin count
     - 33
   * - CP max FO
     - 19
   * - Half-perimeter wire length after placement
     - 3.891 mm
   * - Final cycle utilization of the critical path
     - 64.32%
   * - RSZ-0062 raised after global routing
     - false
   * - Avg Vias per Cell
     - 4.095
   * - Clock root buffer
     - sky130_fd_sc_hd__clkbuf_8
   * - Async S/R FF share, synth
     - approximately 100%
   * - Clock input transition at the sequential cells of the worst setup and hold paths
     - 0.07 ns
   * - 1st-pass router iterations
     - 4
   * - Initial antenna violation count
     - 0
   * - Sequential area share after synthesis
     - 40.38%
   * - Worst slew margin relative to its limit
     - 63.19%
   * - Top FF cell, synth
     - sky130_fd_sc_hd__dfrtp_1
   * - Post-synthesis chip area from yosys
     - 1983 µm²
   * - Die Width
     - 122 µm
   * - Detailed-route wire length
     - 5.082 mm
   * - Placed Area
     - roughly 2400 µm²
   * - Total CTS buffers
     - 5
   * - Worst setup slack for register-to-register paths
     - 1.79 ns
   * - Post-Synthesis Cell Area
     - 1983 µm²
   * - Hold-fix buffers at CTS
     - 0
   * - Number of vias after detailed routing
     - 1511
   * - H-tree Lvls
     - 2
   * - Synth-to-layout area growth
     - 27.32%
   * - Synth warnings
     - 1
   * - Family with the most delay on the worst path
     - simple AND/OR/NAND/NOR gates
   * - Global-route total usage across every layer
     - 6.868%
   * - CP peak stage delay
     - 0.44 ns
[registers in the layout, indices dropped and copies added, names as in the netlist]
| register | count |
|---|---|
| count | 30 |
| firstFlag | 1 |
| reg_clk50k | 1 |
[cells in the final DEF (no fill, tap or decap)]
cell | synthesis | final
sky130_fd_sc_hd__nand3_1 | 12 | 12
sky130_fd_sc_hd__nand4_1 | 13 | 13
sky130_fd_sc_hd__and4_1 | 2 | 2
sky130_fd_sc_hd__ha_1 | 1 | 1
sky130_fd_sc_hd__dfrtp_1 | 32 | 32
sky130_fd_sc_hd__nor4b_1 | 1 | 1
sky130_fd_sc_hd__bufinv_16 | 0 | 1
sky130_fd_sc_hd__buf_4 | 0 | 3
sky130_fd_sc_hd__clkdlybuf4s50_1 | 0 | 32
sky130_fd_sc_hd__nor4_4 | 3 | 3
sky130_fd_sc_hd__xnor2_1 | 19 | 19
sky130_fd_sc_hd__and3_1 | 1 | 1
sky130_fd_sc_hd__xor2_1 | 40 | 40
sky130_fd_sc_hd__nor3b_1 | 1 | 1
sky130_fd_sc_hd__nor2_1 | 29 | 29
sky130_fd_sc_hd__inv_1 | 3 | 3
sky130_fd_sc_hd__nor2_2 | 1 | 1
sky130_fd_sc_hd__or2_2 | 2 | 2
sky130_fd_sc_hd__nor4_1 | 10 | 10
sky130_fd_sc_hd__nand2_1 | 9 | 9
sky130_fd_sc_hd__nor3_1 | 8 | 8
sky130_fd_sc_hd__nor4bb_1 | 1 | 1
sky130_fd_sc_hd__nand4_2 | 2 | 2
sky130_fd_sc_hd__clkbuf_8 | 0 | 7
[kinds of logic (layout without fill, tap and decap cells)]
group | Yosys count | in the layout | share of synthesized area, %
adder cells (fa/ha/maj) | 1 | 1 | 0.6308
buffers and inverters | 14 | 46 | 5.489
AND/OR/NAND/NOR | 95 | 95 | 27.45
flip-flops | 32 | 32 | 40.38
XOR/XNOR | 59 | 59 | 26.06
[final cells by class]
| class | count | area (µm²) |
|---|---|---|
| Clock inverter | 1 | 30.03 |
| Multi-Input combinational cell | 155 | 1074 |
| Clock buffer | 7 | 96.34 |
| Fill cell | 1065 | 7706 |
| Timing Repair Buffer | 35 | 342.8 |
| Tap cell | 136 | 170.2 |
| Inverter | 3 | 11.26 |
| Sequential cell | 32 | 800.8 |
[power by group]
group | leakage [nW] | switching, mW | internal (mW)
Clock | 0.0645 | 0.123 | 0.225
Sequential | 0.428 | 0.00000275 | 0.332
Combinational | 0.598 | 0.0221 | 0.0361
[routing by layer]
layer  vias up  part of all wire [%]  track usage (%)  wire (µm)
met4         0                  0.92           0.8197         47
met5         -                     0                0          0
met1       738                    43            9.283       2196
met2        32                    50            11.34       2551
li1        739                     -                -          -
met3         2                   5.6            1.549        287
[final timing paths]
| path | startpoint | endpoint |
|---|---|---|
| max | delay[10] | count[8] |
| min | reg_clk50k | reg_clk50k |
| max reg2reg | count[16] | count[8] |
| min reg2reg | reg_clk50k | reg_clk50k |
| max in group asynchronous | rst_n | firstFlag |
| min in group asynchronous | rst_n | count[7] |
[worst register-to-register path: stages (launching register included)]
cell and delay (ns):
sky130_fd_sc_hd__dfrtp_1 0.47, sky130_fd_sc_hd__xor2_1 0.20, sky130_fd_sc_hd__nor4_1 0.43, sky130_fd_sc_hd__nand4_1 0.21, sky130_fd_sc_hd__nor4_4 0.32, sky130_fd_sc_hd__buf_4 0.27
sky130_fd_sc_hd__nor3_1 0.09
[stage by stage]
step / worst slack, ns / hold slack (ns) / cells / power [mW] / util (%)
final: 1.392 / 0.4708 / 369 / 0.7384 / 24.68
after global routing: 1.255 / 0.4887 / 369 / 0.7644 / 24.68
after CTS: 1.361 / 0.4743 / 369 / 0.7482 / 24.68
after detailed placement: 1.066 / 0.4606 / 361 / 0.3981 / 23.44
after global placement: 1.053 / 0.4606 / 361 / 0.3979 / 23.44
after floorplan: 1.814 / 0.4204 / 201 / 0.3507 / -
[Yosys cell counts (3+ instances only)]
cell	n	area (µm²)
sky130_fd_sc_hd__xor2_1	40	350.3
sky130_fd_sc_hd__dfrtp_1	32	800.8
sky130_fd_sc_hd__nor2_1	29	108.9
sky130_fd_sc_hd__xnor2_1	19	166.4
sky130_fd_sc_hd__nand4_1	13	81.33
sky130_fd_sc_hd__nand3_1	12	60.06
sky130_fd_sc_hd__nor4_1	10	62.56
sky130_fd_sc_hd__nand2_1	9	33.78
sky130_fd_sc_hd__nor3_1	8	40.04
sky130_fd_sc_hd__buf_6	7	78.83
sky130_fd_sc_hd__inv_1	3	11.26
sky130_fd_sc_hd__nor4_4	3	63.81
Power and IR drop assume default switching activity.
